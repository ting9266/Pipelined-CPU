--- flow/constraint.sdc ---
current_design Shifter

set clk_period 2.7
set clk_io_pct 0.2

create_clock -name clk0 -period $clk_period

set non_clock_inputs [all_inputs -no_clocks]
set_input_delay [expr $clk_period * $clk_io_pct] -clock clk0 $non_clock_inputs
set_output_delay [expr $clk_period * $clk_io_pct] -clock clk0 [all_outputs]
--- flow/config.mk ---
export PLATFORM = sky130hd
export DESIGN_NAME = Shifter
export DESIGN_NICKNAME = Shifter
export VERILOG_FILES = /design/flow/design.v
export SDC_FILE = /design/flow/constraint.sdc
export NUM_CORES = 4
export LEC_CHECK = 1
export CORE_UTILIZATION = 30
--- flow/run.sh ---
#!/bin/bash
# OpenROAD 26Q1-2900-gdf79404cd8, Yosys 0.63+post, stock flow scripts
make -C /OpenROAD-flow-scripts/flow DESIGN_CONFIG=/design/flow/config.mk WORK_HOME=/design/flow/orfs finish
--- flow/design.v ---
`timescale 1ns/1ns
module Shifter( dataA, dataB, Signal, dataOut, reset );
input reset ;
input [31:0] dataA ;
input [31:0] dataB ;
input Signal ;
output [31:0] dataOut ;
reg [31:0] temp ;
wire [31:0] w, x, y, z;
		mux2to1  ins_400 (.in0(dataA[0]),.in1(1'b0),.sel(dataB[4]),.out(w[0]));
		mux2to1  ins_401 (.in0(dataA[1]),.in1(1'b0),.sel(dataB[4]),.out(w[1]));
		mux2to1  ins_402 (.in0(dataA[2]),.in1(1'b0),.sel(dataB[4]),.out(w[2]));
		mux2to1  ins_403 (.in0(dataA[3]),.in1(1'b0),.sel(dataB[4]),.out(w[3]));
		mux2to1  ins_404 (.in0(dataA[4]),.in1(1'b0),.sel(dataB[4]),.out(w[4]));
		mux2to1  ins_405 (.in0(dataA[5]),.in1(1'b0),.sel(dataB[4]),.out(w[5]));
		mux2to1  ins_406 (.in0(dataA[6]),.in1(1'b0),.sel(dataB[4]),.out(w[6]));
		mux2to1  ins_407 (.in0(dataA[7]),.in1(1'b0),.sel(dataB[4]),.out(w[7]));
		mux2to1  ins_408 (.in0(dataA[8]),.in1(1'b0),.sel(dataB[4]),.out(w[8]));
		mux2to1  ins_409 (.in0(dataA[9]),.in1(1'b0),.sel(dataB[4]),.out(w[9]));
		mux2to1  ins_410 (.in0(dataA[10]),.in1(1'b0),.sel(dataB[4]),.out(w[10]));
		mux2to1  ins_411 (.in0(dataA[11]),.in1(1'b0),.sel(dataB[4]),.out(w[11]));
		mux2to1  ins_412 (.in0(dataA[12]),.in1(1'b0),.sel(dataB[4]),.out(w[12]));
		mux2to1  ins_413 (.in0(dataA[13]),.in1(1'b0),.sel(dataB[4]),.out(w[13]));
		mux2to1  ins_414 (.in0(dataA[14]),.in1(1'b0),.sel(dataB[4]),.out(w[14]));
		mux2to1  ins_415 (.in0(dataA[15]),.in1(1'b0),.sel(dataB[4]),.out(w[15]));
		mux2to1  ins_416 (.in0(dataA[16]),.in1(dataA[0]),.sel(dataB[4]),.out(w[16]));
		mux2to1  ins_417 (.in0(dataA[17]),.in1(dataA[1]),.sel(dataB[4]),.out(w[17]));
		mux2to1  ins_418 (.in0(dataA[18]),.in1(dataA[2]),.sel(dataB[4]),.out(w[18]));
		mux2to1  ins_419 (.in0(dataA[19]),.in1(dataA[3]),.sel(dataB[4]),.out(w[19]));
		mux2to1  ins_420 (.in0(dataA[20]),.in1(dataA[4]),.sel(dataB[4]),.out(w[20]));
		mux2to1  ins_421 (.in0(dataA[21]),.in1(dataA[5]),.sel(dataB[4]),.out(w[21]));
		mux2to1  ins_422 (.in0(dataA[22]),.in1(dataA[6]),.sel(dataB[4]),.out(w[22]));
		mux2to1  ins_423 (.in0(dataA[23]),.in1(dataA[7]),.sel(dataB[4]),.out(w[23]));
		mux2to1  ins_424 (.in0(dataA[24]),.in1(dataA[8]),.sel(dataB[4]),.out(w[24]));
		mux2to1  ins_425 (.in0(dataA[25]),.in1(dataA[9]),.sel(dataB[4]),.out(w[25]));
		mux2to1  ins_426 (.in0(dataA[26]),.in1(dataA[10]),.sel(dataB[4]),.out(w[26]));
		mux2to1  ins_427 (.in0(dataA[27]),.in1(dataA[11]),.sel(dataB[4]),.out(w[27]));
		mux2to1  ins_428 (.in0(dataA[28]),.in1(dataA[12]),.sel(dataB[4]),.out(w[28]));
		mux2to1  ins_429 (.in0(dataA[29]),.in1(dataA[13]),.sel(dataB[4]),.out(w[29]));
		mux2to1  ins_430 (.in0(dataA[30]),.in1(dataA[14]),.sel(dataB[4]),.out(w[30]));
		mux2to1  ins_431 (.in0(dataA[31]),.in1(dataA[15]),.sel(dataB[4]),.out(w[31]));
		mux2to1  ins_300 (.in0(w[0]),.in1(1'b0),.sel(dataB[3]),.out(x[0]));
		mux2to1  ins_301 (.in0(w[1]),.in1(1'b0),.sel(dataB[3]),.out(x[1]));
		mux2to1  ins_302 (.in0(w[2]),.in1(1'b0),.sel(dataB[3]),.out(x[2]));
		mux2to1  ins_303 (.in0(w[3]),.in1(1'b0),.sel(dataB[3]),.out(x[3]));
		mux2to1  ins_304 (.in0(w[4]),.in1(1'b0),.sel(dataB[3]),.out(x[4]));
		mux2to1  ins_305 (.in0(w[5]),.in1(1'b0),.sel(dataB[3]),.out(x[5]));
		mux2to1  ins_306 (.in0(w[6]),.in1(1'b0),.sel(dataB[3]),.out(x[6]));
		mux2to1  ins_307 (.in0(w[7]),.in1(1'b0),.sel(dataB[3]),.out(x[7]));
		mux2to1  ins_308 (.in0(w[8]),.in1(w[0]),.sel(dataB[3]),.out(x[8]));
		mux2to1  ins_309 (.in0(w[9]),.in1(w[1]),.sel(dataB[3]),.out(x[9]));
		mux2to1  ins_310 (.in0(w[10]),.in1(w[2]),.sel(dataB[3]),.out(x[10]));
		mux2to1  ins_311 (.in0(w[11]),.in1(w[3]),.sel(dataB[3]),.out(x[11]));
		mux2to1  ins_312 (.in0(w[12]),.in1(w[4]),.sel(dataB[3]),.out(x[12]));
		mux2to1  ins_313 (.in0(w[13]),.in1(w[5]),.sel(dataB[3]),.out(x[13]));
		mux2to1  ins_314 (.in0(w[14]),.in1(w[6]),.sel(dataB[3]),.out(x[14]));
		mux2to1  ins_315 (.in0(w[15]),.in1(w[7]),.sel(dataB[3]),.out(x[15]));
		mux2to1  ins_316 (.in0(w[16]),.in1(w[8]),.sel(dataB[3]),.out(x[16]));
		mux2to1  ins_317 (.in0(w[17]),.in1(w[9]),.sel(dataB[3]),.out(x[17]));
		mux2to1  ins_318 (.in0(w[18]),.in1(w[10]),.sel(dataB[3]),.out(x[18]));
		mux2to1  ins_319 (.in0(w[19]),.in1(w[11]),.sel(dataB[3]),.out(x[19]));
		mux2to1  ins_320 (.in0(w[20]),.in1(w[12]),.sel(dataB[3]),.out(x[20]));
		mux2to1  ins_321 (.in0(w[21]),.in1(w[13]),.sel(dataB[3]),.out(x[21]));
		mux2to1  ins_322 (.in0(w[22]),.in1(w[14]),.sel(dataB[3]),.out(x[22]));
		mux2to1  ins_323 (.in0(w[23]),.in1(w[15]),.sel(dataB[3]),.out(x[23]));
		mux2to1  ins_324 (.in0(w[24]),.in1(w[16]),.sel(dataB[3]),.out(x[24]));
		mux2to1  ins_325 (.in0(w[25]),.in1(w[17]),.sel(dataB[3]),.out(x[25]));
		mux2to1  ins_326 (.in0(w[26]),.in1(w[18]),.sel(dataB[3]),.out(x[26]));
		mux2to1  ins_327 (.in0(w[27]),.in1(w[19]),.sel(dataB[3]),.out(x[27]));
		mux2to1  ins_328 (.in0(w[28]),.in1(w[20]),.sel(dataB[3]),.out(x[28]));
		mux2to1  ins_329 (.in0(w[29]),.in1(w[21]),.sel(dataB[3]),.out(x[29]));
		mux2to1  ins_330 (.in0(w[30]),.in1(w[22]),.sel(dataB[3]),.out(x[30]));
		mux2to1  ins_331 (.in0(w[31]),.in1(w[23]),.sel(dataB[3]),.out(x[31]));
		mux2to1  ins_200 (.in0(x[0]),.in1(1'b0),.sel(dataB[2]),.out(y[0]));
		mux2to1  ins_201 (.in0(x[1]),.in1(1'b0),.sel(dataB[2]),.out(y[1]));
		mux2to1  ins_202 (.in0(x[2]),.in1(1'b0),.sel(dataB[2]),.out(y[2]));
		mux2to1  ins_203 (.in0(x[3]),.in1(1'b0),.sel(dataB[2]),.out(y[3]));
		mux2to1  ins_204 (.in0(x[4]),.in1(x[0]),.sel(dataB[2]),.out(y[4]));
		mux2to1  ins_205 (.in0(x[5]),.in1(x[1]),.sel(dataB[2]),.out(y[5]));
		mux2to1  ins_206 (.in0(x[6]),.in1(x[2]),.sel(dataB[2]),.out(y[6]));
		mux2to1  ins_207 (.in0(x[7]),.in1(x[3]),.sel(dataB[2]),.out(y[7]));
		mux2to1  ins_208 (.in0(x[8]),.in1(x[4]),.sel(dataB[2]),.out(y[8]));
		mux2to1  ins_209 (.in0(x[9]),.in1(x[5]),.sel(dataB[2]),.out(y[9]));
		mux2to1  ins_210 (.in0(x[10]),.in1(x[6]),.sel(dataB[2]),.out(y[10]));
		mux2to1  ins_211 (.in0(x[11]),.in1(x[7]),.sel(dataB[2]),.out(y[11]));
		mux2to1  ins_212 (.in0(x[12]),.in1(x[8]),.sel(dataB[2]),.out(y[12]));
		mux2to1  ins_213 (.in0(x[13]),.in1(x[9]),.sel(dataB[2]),.out(y[13]));
		mux2to1  ins_214 (.in0(x[14]),.in1(x[10]),.sel(dataB[2]),.out(y[14]));
		mux2to1  ins_215 (.in0(x[15]),.in1(x[11]),.sel(dataB[2]),.out(y[15]));
		mux2to1  ins_216 (.in0(x[16]),.in1(x[12]),.sel(dataB[2]),.out(y[16]));
		mux2to1  ins_217 (.in0(x[17]),.in1(x[13]),.sel(dataB[2]),.out(y[17]));
		mux2to1  ins_218 (.in0(x[18]),.in1(x[14]),.sel(dataB[2]),.out(y[18]));
		mux2to1  ins_219 (.in0(x[19]),.in1(x[15]),.sel(dataB[2]),.out(y[19]));
		mux2to1  ins_220 (.in0(x[20]),.in1(x[16]),.sel(dataB[2]),.out(y[20]));
		mux2to1  ins_221 (.in0(x[21]),.in1(x[17]),.sel(dataB[2]),.out(y[21]));
		mux2to1  ins_222 (.in0(x[22]),.in1(x[18]),.sel(dataB[2]),.out(y[22]));
		mux2to1  ins_223 (.in0(x[23]),.in1(x[19]),.sel(dataB[2]),.out(y[23]));
		mux2to1  ins_224 (.in0(x[24]),.in1(x[20]),.sel(dataB[2]),.out(y[24]));
		mux2to1  ins_225 (.in0(x[25]),.in1(x[21]),.sel(dataB[2]),.out(y[25]));
		mux2to1  ins_226 (.in0(x[26]),.in1(x[22]),.sel(dataB[2]),.out(y[26]));
		mux2to1  ins_227 (.in0(x[27]),.in1(x[23]),.sel(dataB[2]),.out(y[27]));
		mux2to1  ins_228 (.in0(x[28]),.in1(x[24]),.sel(dataB[2]),.out(y[28]));
		mux2to1  ins_229 (.in0(x[29]),.in1(x[25]),.sel(dataB[2]),.out(y[29]));
		mux2to1  ins_230 (.in0(x[30]),.in1(x[26]),.sel(dataB[2]),.out(y[30]));
		mux2to1  ins_231 (.in0(x[31]),.in1(x[27]),.sel(dataB[2]),.out(y[31]));
		mux2to1  ins_100 (.in0(y[0]),.in1(1'b0),.sel(dataB[1]),.out(z[0]));
		mux2to1  ins_101 (.in0(y[1]),.in1(1'b0),.sel(dataB[1]),.out(z[1]));
		mux2to1  ins_102 (.in0(y[2]),.in1(y[0]),.sel(dataB[1]),.out(z[2]));
		mux2to1  ins_103 (.in0(y[3]),.in1(y[1]),.sel(dataB[1]),.out(z[3]));
		mux2to1  ins_104 (.in0(y[4]),.in1(y[2]),.sel(dataB[1]),.out(z[4]));
		mux2to1  ins_105 (.in0(y[5]),.in1(y[3]),.sel(dataB[1]),.out(z[5]));
		mux2to1  ins_106 (.in0(y[6]),.in1(y[4]),.sel(dataB[1]),.out(z[6]));
		mux2to1  ins_107 (.in0(y[7]),.in1(y[5]),.sel(dataB[1]),.out(z[7]));
		mux2to1  ins_108 (.in0(y[8]),.in1(y[6]),.sel(dataB[1]),.out(z[8]));
		mux2to1  ins_109 (.in0(y[9]),.in1(y[7]),.sel(dataB[1]),.out(z[9]));
		mux2to1  ins_110 (.in0(y[10]),.in1(y[8]),.sel(dataB[1]),.out(z[10]));
		mux2to1  ins_111 (.in0(y[11]),.in1(y[9]),.sel(dataB[1]),.out(z[11]));
		mux2to1  ins_112 (.in0(y[12]),.in1(y[10]),.sel(dataB[1]),.out(z[12]));
		mux2to1  ins_113 (.in0(y[13]),.in1(y[11]),.sel(dataB[1]),.out(z[13]));
		mux2to1  ins_114 (.in0(y[14]),.in1(y[12]),.sel(dataB[1]),.out(z[14]));
		mux2to1  ins_115 (.in0(y[15]),.in1(y[13]),.sel(dataB[1]),.out(z[15]));
		mux2to1  ins_116 (.in0(y[16]),.in1(y[14]),.sel(dataB[1]),.out(z[16]));
		mux2to1  ins_117 (.in0(y[17]),.in1(y[15]),.sel(dataB[1]),.out(z[17]));
		mux2to1  ins_118 (.in0(y[18]),.in1(y[16]),.sel(dataB[1]),.out(z[18]));
		mux2to1  ins_119 (.in0(y[19]),.in1(y[17]),.sel(dataB[1]),.out(z[19]));
		mux2to1  ins_120 (.in0(y[20]),.in1(y[18]),.sel(dataB[1]),.out(z[20]));
		mux2to1  ins_121 (.in0(y[21]),.in1(y[19]),.sel(dataB[1]),.out(z[21]));
		mux2to1  ins_122 (.in0(y[22]),.in1(y[20]),.sel(dataB[1]),.out(z[22]));
		mux2to1  ins_123 (.in0(y[23]),.in1(y[21]),.sel(dataB[1]),.out(z[23]));
		mux2to1  ins_124 (.in0(y[24]),.in1(y[22]),.sel(dataB[1]),.out(z[24]));
		mux2to1  ins_125 (.in0(y[25]),.in1(y[23]),.sel(dataB[1]),.out(z[25]));
		mux2to1  ins_126 (.in0(y[26]),.in1(y[24]),.sel(dataB[1]),.out(z[26]));
		mux2to1  ins_127 (.in0(y[27]),.in1(y[25]),.sel(dataB[1]),.out(z[27]));
		mux2to1  ins_128 (.in0(y[28]),.in1(y[26]),.sel(dataB[1]),.out(z[28]));
		mux2to1  ins_129 (.in0(y[29]),.in1(y[27]),.sel(dataB[1]),.out(z[29]));
		mux2to1  ins_130 (.in0(y[30]),.in1(y[28]),.sel(dataB[1]),.out(z[30]));
		mux2to1  ins_131 (.in0(y[31]),.in1(y[29]),.sel(dataB[1]),.out(z[31]));
		mux2to1  ins_000 (.in0(z[0]),.in1(1'b0),.sel(dataB[0]),.out(dataOut[0]));
		mux2to1  ins_001 (.in0(z[1]),.in1(z[0]),.sel(dataB[0]),.out(dataOut[1]));
		mux2to1  ins_002 (.in0(z[2]),.in1(z[1]),.sel(dataB[0]),.out(dataOut[2]));
		mux2to1  ins_003 (.in0(z[3]),.in1(z[2]),.sel(dataB[0]),.out(dataOut[3]));
		mux2to1  ins_004 (.in0(z[4]),.in1(z[3]),.sel(dataB[0]),.out(dataOut[4]));
		mux2to1  ins_005 (.in0(z[5]),.in1(z[4]),.sel(dataB[0]),.out(dataOut[5]));
		mux2to1  ins_006 (.in0(z[6]),.in1(z[5]),.sel(dataB[0]),.out(dataOut[6]));
		mux2to1  ins_007 (.in0(z[7]),.in1(z[6]),.sel(dataB[0]),.out(dataOut[7]));
		mux2to1  ins_008 (.in0(z[8]),.in1(z[7]),.sel(dataB[0]),.out(dataOut[8]));
		mux2to1  ins_009 (.in0(z[9]),.in1(z[8]),.sel(dataB[0]),.out(dataOut[9]));
		mux2to1  ins_010 (.in0(z[10]),.in1(z[9]),.sel(dataB[0]),.out(dataOut[10]));
		mux2to1  ins_011 (.in0(z[11]),.in1(z[10]),.sel(dataB[0]),.out(dataOut[11]));
		mux2to1  ins_012 (.in0(z[12]),.in1(z[11]),.sel(dataB[0]),.out(dataOut[12]));
		mux2to1  ins_013 (.in0(z[13]),.in1(z[12]),.sel(dataB[0]),.out(dataOut[13]));
		mux2to1  ins_014 (.in0(z[14]),.in1(z[13]),.sel(dataB[0]),.out(dataOut[14]));
		mux2to1  ins_015 (.in0(z[15]),.in1(z[14]),.sel(dataB[0]),.out(dataOut[15]));
		mux2to1  ins_016 (.in0(z[16]),.in1(z[15]),.sel(dataB[0]),.out(dataOut[16]));
		mux2to1  ins_017 (.in0(z[17]),.in1(z[16]),.sel(dataB[0]),.out(dataOut[17]));
		mux2to1  ins_018 (.in0(z[18]),.in1(z[17]),.sel(dataB[0]),.out(dataOut[18]));
		mux2to1  ins_019 (.in0(z[19]),.in1(z[18]),.sel(dataB[0]),.out(dataOut[19]));
		mux2to1  ins_020 (.in0(z[20]),.in1(z[19]),.sel(dataB[0]),.out(dataOut[20]));
		mux2to1  ins_021 (.in0(z[21]),.in1(z[20]),.sel(dataB[0]),.out(dataOut[21]));
		mux2to1  ins_022 (.in0(z[22]),.in1(z[21]),.sel(dataB[0]),.out(dataOut[22]));
		mux2to1  ins_023 (.in0(z[23]),.in1(z[22]),.sel(dataB[0]),.out(dataOut[23]));
		mux2to1  ins_024 (.in0(z[24]),.in1(z[23]),.sel(dataB[0]),.out(dataOut[24]));
		mux2to1  ins_025 (.in0(z[25]),.in1(z[24]),.sel(dataB[0]),.out(dataOut[25]));
		mux2to1  ins_026 (.in0(z[26]),.in1(z[25]),.sel(dataB[0]),.out(dataOut[26]));
		mux2to1  ins_027 (.in0(z[27]),.in1(z[26]),.sel(dataB[0]),.out(dataOut[27]));
		mux2to1  ins_028 (.in0(z[28]),.in1(z[27]),.sel(dataB[0]),.out(dataOut[28]));
		mux2to1  ins_029 (.in0(z[29]),.in1(z[28]),.sel(dataB[0]),.out(dataOut[29]));
		mux2to1  ins_030 (.in0(z[30]),.in1(z[29]),.sel(dataB[0]),.out(dataOut[30]));
		mux2to1  ins_031 (.in0(z[31]),.in1(z[30]),.sel(dataB[0]),.out(dataOut[31]));
endmodule
module mux2to1( in0, in1, sel, out);
	input in0,in1;
	input sel;
	output out;
	assign out=(sel)?in1:in0;
endmodule
==> results.cfg <==
; implementation run metrics
[detailed_routing]
drt_iter0_drc = 133
drtAntennaViolNets = 0
vias = 2525
detail_route.wl_per_cell_um = 16.6
routed-wl-met3_um = 584
first_pass_iters = 4
wl_met2_um = 3540
wl_um = 7820
viasPerCell = 5.36
n_antenna_cell = 0
wirelength_met1_um = 3630
drc_errors = 0
top_layer = met4

[final_timing]
setup_viol_count_final = 8
finalSetupTns_ps = -387
hold_violations = 0
rsz0062_at_grt = true
period_minus_slack_ps = 2820
fmax_ghz = 0.355
final-max-slew-violation-count = 0
hold_ws_ps = 1590
fin_crit_sh = 1.04
tightest_slew_ps = 502
relSlewSlack = 0.664
setup_slack_ps = -116

[flow_run]
maxCapViolations = 0
warnings = 63

[power_and_ir_drop]
leakagePower_nw = 1.65
total_power_uw = 703
powerDensity_nw_per_um2 = 188
max-vdd-ir-drop_uv = 66.3

[yosys]
synth.area.top_cells = mux4_2, mux2i_1, buf_4, mux2_2, nor2b_1
yosys_area_um2 = 2170
synthDistinctLibCells = 39
yosys.area.top_type = mux4_2
netlist_area_um2 = 2170
synthTopCellsByCount = buf_4, mux2i_1, mux4_2, nor2b_1, o22ai_1
ys_seq_share = 0
synth_top_area_share = 0.187
syn-instance-count = 256
ys_cells = 256
yosysWarningCount = 0
syn_area_per_cell_um2 = 8.47

[final_layout]
drive_above_1_share = 0.581
area.sequential_um2 = 0
seq_cell_count = 0
area_growth_pct = 72.1
nClkBuffers = 0
mi_logic_area_um2 = 2060
fillers = 593

[setup_path]
critPathLaunchType = primary input
crit_path_end_kind = primary output
worstSetupPathType = primary input to primary output
crit_path_cell_trace = buf_12 > buf_6 > mux2_4 > mux4_2 > buf_6 > mux4_2 > buf_2
crit_fanout = 5
max_stage_delay_ps = 510
crit_family = multiplexers
path_buffers = 4
cp.arrival_ps = 2280
cp_slowest_cell = mux4_2
crit_required_ps = 2160

[run_status]
outcome = complete, but fails checks
violations = setup timing

[grt]
grt_pass1_wl_um = 12200
grt_usage = 0.213
antenna_found_initial = 0
grt_max_degree = 18
grt_pass1_vias = 2386
overflow = 0

[floorplanning]
fp-utilization = 0.316
die_h_um = 87.0
chipArea_um2 = 7570
die_w_um = 87.0
row_count = 30
io-pin-count = 98
coreArea_um2 = 6870

[hold_path]
hp-class = primary input to primary output
hp-start = dataB[4]
hold_end = dataOut[13]
hold_depth = 4

[placed_design]
io_buffers = 69
hpwl_um = 5880
gp_congestion = 0.953

[clock_network]
hold_buffers = 0
## stage by stage
stage	instance area (µm²)	util	setup slack, ps	std cells
after floorplan	2170	-	108	256
after global placement	3150	0.458	-578	433
after detailed placement	3150	0.458	-569	433
after CTS	3630	0.529	-107	464
after global routing	3730	0.543	-163	471
final	3730	0.543	-116	471
## cells in the final DEF, fill, tap and decap left out, types with 10 or more instances in the layout
cell type / Yosys / final
clkdlybuf4s50_1: 0 / 15
clkbuf_2: 0 / 10
buf_4: 32 / 75
mux2i_1: 32 / 26
buf_2: 13 / 13
nor2b_1: 18 / 17
nor2_1: 15 / 14
mux4_2: 18 / 21
o22ai_2: 0 / 10
dlygate4sd2_1: 0 / 22
nand2_1: 15 / 15
buf_6: 1 / 25
## worst max-delay path by stage
stage                    start     endpoint  slack (ps)  cells past startpoint
after CTS             dataB[4]  dataOut[19]        -110                      7
after global routing  dataB[4]  dataOut[23]        -160                      8
final                 dataB[4]  dataOut[19]        -120                      7
## repair_timing
action                     CTS  global route
buffers inserted            30             7
setup endpoints to repair   32            27
resized                    169            48
pin swaps                   37            15
gates cloned                 2             0
## cell type report
cell class	count	share of cell area
Timing Repair Buffer	174	0.414
Tap cell	96	0.0322
Inverter	2	0.00201
Multi-Input combinational cell	199	0.552
## routing by layer
metal | global-route usage | vias up
met5 | 0 | -
met4 | 0.0106 | 0
met3 | 0.0385 | 4
met2 | 0.329 | 98
met1 | 0.331 | 1203
li1 | - | 1220
## cell families after synthesis
family,after synthesis,share of synthesized area
buffers and inverters,57,0.170
muxes,71,0.468
AOI/OAI and AO/OA,58,0.194
and+or+nand+nor,70,0.167
## power by group
| group | internal [mW] | leakage, nW | switching, mW | total, mW |
|---|---|---|---|---|
| sequential | 0 | 0 | 0 | 0 |
| clock | 0 | 0 | 0 | 0 |
| combinational | 0.413 | 1.65 | 0.289 | 0.703 |
Power and IR drop assume default switching activity.
